===== flow/run.sh =====
#!/bin/bash
# OpenROAD 26Q1-2900-gdf79404cd8, Yosys 0.63+post, stock flow scripts
make -C /OpenROAD-flow-scripts/flow DESIGN_CONFIG=/design/flow/config.mk WORK_HOME=/design/flow/orfs finish

===== flow/config.mk =====
export PLATFORM = sky130hd
export DESIGN_NAME = Seventh_les
export DESIGN_NICKNAME = Seventh_les
export VERILOG_FILES = /design/flow/design.v
export SDC_FILE = /design/flow/constraint.sdc
export NUM_CORES = 4
export LEC_CHECK = 1
export CORE_UTILIZATION = 50

===== flow/constraint.sdc =====
current_design Seventh_les

set clk_period 5.1
set clk_io_pct 0.2

create_clock -name clk0 -period $clk_period [get_ports {clk}]

set non_clock_inputs [all_inputs -no_clocks]
set_input_delay [expr $clk_period * $clk_io_pct] -clock clk0 $non_clock_inputs
set_output_delay [expr $clk_period * $clk_io_pct] -clock clk0 [all_outputs]

===== flow/design.v =====
module Seventh_les 
(
	output reg [3:0] led_check,
	input rst,
	input [2:0] buttons,
	input  clk
);
   reg [3:0] out_imp;
	wire [3:0] out_wires;
	wire [3:0] out_wires_leds;
	wire [3:0] out_wires_logic;
	wire  success;
	wire  success_long;
	my_logic lo(.led_check(out_wires_leds[2:0]), .success2(success), .rst(~rst), .buttons(out_wires[2:0]), .clk(clk) );
	debounce first(.clk(clk), .reset(~rst), .btn_in(buttons[0]), .btn_out(out_wires[0]));
	debounce second(.clk(clk), .reset(~rst), .btn_in(buttons[1]), .btn_out(out_wires[1]));
	debounce third(.clk(clk), .reset(~rst), .btn_in(buttons[2]), .btn_out(out_wires[2]));
	pulse_extender ext1(.clk(clk), .reset(~rst), .pulse_in(success), .pulse_out(success_long));
	always @(*) begin 
				led_check[3] <= success_long; 
				led_check[2:0] <= out_wires_leds[2:0];
	end
endmodule
module debounce (
    input wire clk,          
    input wire reset,        
    input wire btn_in,       
    output wire btn_out      
);
    localparam COUNTER_MAX = 1_000_000;
    localparam COUNTER_WIDTH = 20;
    reg [COUNTER_WIDTH-1:0] counter;
    reg btn_q1, btn_q2, btn_q3;
    always @(posedge clk or posedge reset) begin
        if (reset) begin
            btn_q1 <= 1'b1;
            btn_q2 <= 1'b1;
        end else begin
            btn_q1 <= btn_in;
            btn_q2 <= btn_q1;
        end
    end
    always @(posedge clk or posedge reset) begin
        if (reset) begin
            counter <= 0;
            btn_q3 <= 1'b1;
        end else begin
            if (btn_q2 == btn_q3) begin  
                counter <= 0;  
            end else begin
                if (counter < COUNTER_MAX) begin
                    counter <= counter + 1;
                end else begin
                    btn_q3 <= btn_q2;
                end
            end
        end
    end
    reg prev_btn_state;
    always @(posedge clk or posedge reset) begin
        if(reset)
            prev_btn_state <= 1'b1;
        else
            prev_btn_state <= btn_q3;
    end
    assign btn_out = prev_btn_state & ~btn_q3;  
endmodule
module my_logic #(
    parameter S_IDLE  = 0,
    parameter STATE_1 = 1,
    parameter STATE_2 = 2,
    parameter STATE_3 = 3
)(
    output reg [2:0] led_check,
    output reg success2,
    input rst,
    input [2:0] buttons,
    input clk
);
    reg [1:0] current_state = S_IDLE;
    always @(posedge clk) begin
		  success2 <= 1'b0;
        if (rst) begin
            current_state <= S_IDLE;
            led_check <= 3'b111;
            success2 <= 1'b0;
        end else begin
            case (buttons)
                3'b001: begin
                    if (current_state == S_IDLE) begin
                        current_state <= STATE_1;
                        led_check[0] <= 0;
                    end else begin
                        current_state <= S_IDLE;
                        led_check[0] <= 1;
                        led_check[1] <= 1;
                    end
                end
                3'b010: begin
                    if (current_state == STATE_1) begin
                        current_state <= STATE_2;
                        led_check[1] <= 0;
                    end else begin
                        current_state <= S_IDLE;
                        led_check[0] <= 1;
                        led_check[1] <= 1;
                    end
                end
                3'b100: begin
                    if (current_state == STATE_2) begin
                        success2 <= 1'b1;
                        led_check[0] <= 1;
                        led_check[1] <= 1;
								current_state <= S_IDLE;
                    end else begin
                        current_state <= S_IDLE;
                        led_check[0] <= 1;
                        led_check[1] <= 1;
                    end
                end
            endcase
        end
    end
endmodule
module pulse_extender (
    input wire clk,          
    input wire reset,        
    input wire pulse_in,     
    output reg pulse_out     
);
    localparam COUNTER_MAX = 12_500_000;
    localparam COUNTER_WIDTH = 24;
    reg [COUNTER_WIDTH-1:0] counter;
    always @(posedge clk or posedge reset) begin
        if (reset) begin
            counter <= 0;
            pulse_out <= 1'b0;
        end else begin
            if (pulse_in) begin
                counter <= COUNTER_MAX;
            end
            else if (counter > 0) begin
                counter <= counter - 1;
            end
            if (counter > 0 || pulse_in) begin
                pulse_out <= 1'b1;
            end else begin
                pulse_out <= 1'b0;
            end
        end
    end
endmodule

==> deck_impl_summary.md <==
Flow Results at a Glance

Hold path
  • Hold Crit Start: first.btn_q1$_DFF_PN1_
  • Hold path depth: 0
  • Hold Path End: first.btn_q2$_DFF_PN1_
  • Hold Path Class: reg2reg

Floorplan
  • Die H: 105 µm
  • I/O Pins: 9
  • Row Count: 37
  • DIE WIDTH: 105 µm
  • Pre-Place Util: 51.1%
  • Die area: 0.0109 mm²
  • Placeable Area: 0.0103 mm²

STA
  • Final Hold Fails: 0
  • Max Clk Rate: 0.407 GHz
  • Cycle use final: 48.1%
  • Worst Max-Slew Pin Slew: 840 ps
  • Final Max Slew Viols: 0
  • Setup TNS: 0 ps
  • Max-slew headroom: 43.5%
  • # setup viols final: 0
  • RSZ-0062 raised after global routing: no
  • Clock Skew: 7.36 ps
  • Final critical-path required period: 2450 ps

Yosys
  • Area leader share: 40.5%
  • Aoi share: 13.4%
  • Synthesized area: 0.00525 mm²
  • Post-synthesis cell count: 545
  • Syn avg cell area: 9.64 µm²
  • Synth Area in Adders: 1.38%
  • Post-synthesis register bit count: 102
  • Sequential area share after synthesis: 48.4%
  • Area leader, netlist: dfrtp_1
  • Unique masters post-synth: 62
  • Top FF cell, synth: dfrtp_1
  • Synth area leaders: dfrtp_1 (40%), xnor2_1 (8.3%), dfstp_2 (6.0%), nor2_1 (5.1%), a21oi_1 (3.5%)
  • Synth Area in Simple Gates: 23.0%
  • Ys cells: 545
  • Dominant comb cell: simple AND/OR/NAND/NOR gates
  • Yosys Chip Area: 0.00525 mm²
  • YS warnings: 4
  • XORs/XNORs by Area: 9.34%
  • EDFF count, synth: 0
  • MUX share of area: 1.88%
  • Async S/R FF share, synth: 95.1%

Clock tree
  • Clk Latency, worst-skew pair: 360 ps
  • Post-cts sizing count: 0
  • Clock sink total: 102
  • TritonCTS buffer count: 9
  • Hold Buf Count CTS: 0
  • TritonCTS clock tree: done
  • Reg clk slew, reported paths: 90 ps
  • Clk buf depth: 2
  • Post-CTS Setup Inserts: 0
  • CTS Root Cell: clkbuf_8
  • H-tree levels: 3

Global routing
  • Number of global-route vias before repair: 3561
  • Initial antenna violation count: 0
  • Global route total overflow: 0
  • Largest net degree at the start of global routing: 47
  • First-pass GRT wire length: 16500 µm
  • Gr usage total: 19.0%

Layout
  • Area grow syn2layout: 7.57%
  • Dominant logic cell type in the layout: dfrtp_1
  • Post-route cell area: 0.00565 mm²
  • Most frequent cells in the layout: dfrtp_1 (85), nor2_1 (72), xnor2_1 (50)
  • Layout Utilization: 55.0%
  • Share of layout cells above drive strength 1: 9.04%

Drt
  • Vias/cell: 5.65
  • # DRC: 0
  • Post-DR wirelength/cell: 13.4 µm
  • Routed Wire Length: 9200 µm
  • DRT antenna net count: 0
  • Via count: 3893
  • 1st-iter DRT viols: 144
  • TritonRoute pass-1 iters: 4
  • Diode count: 0

Worst setup path
  • Max FO, Critical Path: 6
  • Crit path DRT: 5360 ps
  • Worst reg2reg setup slack: 2650 ps
  • R2R Path End: ext1.counter[22]$_DFFE_PN0P_
  • Worst setup path class: reg2reg
  • Reg2reg start: ext1.counter[4]$_DFFE_PN0P_
  • CP Launch Type: flip-flop
  • CP arrival: 2710 ps
  • Crit. End Element: flip-flop
  • R2r worst-path depth: 5

Pwr
  • Peak VDD IR: 0.252 mV
  • Power Density: 250 mW/mm²
  • Total power: 1410 µW
  • Leak Pwr: 0.00246 µW

Job
  • Max cap viols: 0
  • Log Warnings: 26

Placed design
  • Placed inst area: 0.00543 mm²
  • Dpl hpwl: 6070 µm
  • Final GP Congestion: 0.854
  • IO Port Bufs: 7

Status
  • Run status: finished clean
## registers in the layout, summed over array words and instances, names as in the netlist, 2 cells and up
signal and count:
ext1.counter 24, third.counter 20, lo.current_state 2, lo.led_check 2
second.counter 20, first.counter 20
## worst max path at each step
| stage | start | depth (start not counted) | endpoint |
|---|---|---|---|
| 5_1_grt | ext1.counter[4]$_DFFE_PN0P_ | 5 | ext1.counter[22]$_DFFE_PN0P_ |
| 4_1_cts | ext1.counter[4]$_DFFE_PN0P_ | 5 | ext1.counter[22]$_DFFE_PN0P_ |
| 6_report | ext1.counter[4]$_DFFE_PN0P_ | 5 | ext1.counter[22]$_DFFE_PN0P_ |
## report_power, final
group / internal, µW / switching [µW]
logic: 14.9 / 34.8
registers: 818 / 7.86
clock network: 269 / 267
## cells by family after synthesis
| group | Yosys count |
|---|---|
| AND/OR/NAND/NOR | 237 |
| AND-OR/OR-AND | 104 |
| flip-flops | 102 |
| XOR/XNOR | 56 |
| buffers and inverters | 30 |
| multiplexers | 9 |
| adder cells (fa/ha/maj) | 6 |
| other | 1 |
## area by class of cell
type,count,area (µm²)
Clock buffer,12,165
Timing Repair Buffer,13,113
Fill cell,898,4630
Multi-Input combinational cell,413,2570
Inverter,9,33.8
Clock inverter,4,52.6
Sequential cell,102,2540
Tap cell,136,170
## critical path, cell delays in order (launching register included)
cell,delay (ps)
dfrtp_1,430
nor4_1,700
nand4_1,320
nor3_1,520
a21oi_1,130
a31o_2,240
## per-stage QoR
stage	std cells	setup WS, ps	hold slack, ps
floorplan	545	2850	345
global placement	673	2740	347
detailed placement	673	2670	347
CTS	689	2670	362
global route	689	2410	367
finish	689	2650	357
## per-layer routing
metal	GRT usage (%)	up-vias	wire, µm
met5	0	-	0
met4	2.24	0	127
met3	3.90	12	377
met2	27.6	74	4070
met1	31.7	1848	4630
li1	-	1959	-
## cell usage after synthesis, types with 11 or more instances
library cell,number
a211oi_1,14
a21oi_1,37
clkbuf_1,13
dfrtp_1,85
dfstp_2,12
nand2_1,35
nand2b_1,17
nand3_1,27
nand4_1,13
nor2_1,72
nor3_1,13
o21ai_0,13
or3_1,11
xnor2_1,50
Power is estimated from default activity; no workload was simulated.
