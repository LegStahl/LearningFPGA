===== constraint.sdc =====
current_design my_uart_top

set clk_period 12.0
set clk_io_pct 0.2

create_clock -name clk0 -period $clk_period [get_ports {clk}]

set non_clock_inputs [all_inputs -no_clocks]
set_input_delay [expr $clk_period * $clk_io_pct] -clock clk0 $non_clock_inputs
set_output_delay [expr $clk_period * $clk_io_pct] -clock clk0 [all_outputs]

===== design.v =====
module decoder(
	input [3:0] binary_in,
	output reg [6:0] segments,
	output reg enable
);
	always @(*)begin
		enable = 1;
		case(binary_in)
			(4'd1):begin
				segments = 7'b1111101 & 7'b1111011;
				enable = 0;
			end
			(4'd2):begin
				segments = 7'b1111110 & 7'b1111101 & 7'b0111111 & 7'b1101111 & 7'b1110111;
				enable = 0;
			end
			(4'd3):begin	
				segments = 7'b1111110 & 7'b1111101 & 7'b0111111 & 7'b1111011 & 7'b1110111 ;
				enable = 0;
			end
			(4'd4):begin
				segments = 7'b1011111 & 7'b0111111 & 7'b1111101 &  7'b1111011;
				enable = 0;
			end
			(4'd5):begin
				segments = 7'b1111110 & 7'b1011111 & 7'b0111111 & 7'b1111011 & 7'b1110111;
				enable = 0;
			end
			(4'd6):begin
				segments =  7'b1111110 & 7'b1011111 & 7'b0111111 & 7'b1101111 & 7'b1111011 & 7'b1110111;
				enable = 0;
			end
			(4'd7):begin
				segments = 7'b1111110 & 7'b1111101 & 7'b1111011;
				enable = 0;
			end
			(4'd8):begin
				segments =  7'b1111110 & 7'b1011111 & 7'b0111111 & 7'b1101111 & 7'b1111011 & 7'b1110111 & 7'b1111101;
				enable = 0;
			end
			(4'd9):begin
				segments =  7'b1111110 & 7'b1011111 & 7'b0111111  & 7'b1111011 & 7'b1110111 & 7'b1111101;
				enable = 0;
			end
			(4'd0):begin
				segments =  7'b1111110 & 7'b1011111 & 7'b1101111 & 7'b1111011 & 7'b1110111 & 7'b1111101;
				enable = 0;
			end
			(4'd10):begin
				segments =  7'b1111110 & 7'b1011111 & 7'b0111111 & 7'b1101111 & 7'b1111011 & 7'b1111101;
				enable = 0;
			end
			(4'd11):begin
				segments =  7'b1111110 & 7'b1011111 & 7'b0111111 & 7'b1101111 & 7'b1111011 & 7'b1110111 & 7'b1111101;
				enable = 0;
			end
			(4'd12):begin
				segments =  7'b1111110 & 7'b1011111 & 7'b1101111 & 7'b1110111;
				enable = 0;
			end
			(4'd13):begin
				segments =  7'b0111111 & 7'b1101111 & 7'b1111011 & 7'b1110111 & 7'b1111101;
				enable = 0;
			end
			default:begin
				segments = 7'd0;
			end
		endcase
	end
endmodule
module my_uart_rx(
				input clk, input rst_n,
				input rs232_rx, output [7:0] rx_data, output reg rx_int,
				input clk_bps,output bps_start
			);
reg rs232_rx0,rs232_rx1,rs232_rx2,rs232_rx3;	 
wire neg_rs232_rx;	 
always @ (posedge clk or negedge rst_n) begin
	if(!rst_n) begin
			rs232_rx0 <= 1'b0;
			rs232_rx1 <= 1'b0;
			rs232_rx2 <= 1'b0;
			rs232_rx3 <= 1'b0;
		end
	else begin
			rs232_rx0 <= rs232_rx;
			rs232_rx1 <= rs232_rx0;
			rs232_rx2 <= rs232_rx1;
			rs232_rx3 <= rs232_rx2;
		end
end
assign neg_rs232_rx = rs232_rx3 & rs232_rx2 & ~rs232_rx1 & ~rs232_rx0;	 
reg bps_start_r;
reg[3:0] num;	 
always @ (posedge clk or negedge rst_n)
	if(!rst_n) begin
			bps_start_r <= 1'bz;
			rx_int <= 1'b0;
		end
	else if(neg_rs232_rx) begin		 
			bps_start_r <= 1'b1;	 
			rx_int <= 1'b1;			 
		end
	else if(num==4'd11) begin		 
			bps_start_r <= 1'b0;	 
			rx_int <= 1'b0;			 
		end
assign bps_start = bps_start_r;
reg[7:0] rx_data_r;		 
reg[7:0] rx_temp_data;	 
always @ (posedge clk or negedge rst_n)
	if(!rst_n) begin
			rx_temp_data <= 8'd0;
			num <= 4'd0;
			rx_data_r <= 8'd0;
		end
	else if(rx_int) begin	 
		if(clk_bps) begin	 
				num <= num+1'b1;
				case (num)
						4'd1: rx_temp_data[0] <= rs232_rx;	 
						4'd2: rx_temp_data[1] <= rs232_rx;	 
						4'd3: rx_temp_data[2] <= rs232_rx;	 
						4'd4: rx_temp_data[3] <= rs232_rx;	 
						4'd5: rx_temp_data[4] <= rs232_rx;	 
						4'd6: rx_temp_data[5] <= rs232_rx;	 
						4'd7: rx_temp_data[6] <= rs232_rx;	 
						4'd8: rx_temp_data[7] <= rs232_rx;	 
						default: ;
					endcase
			end
		else if(num == 4'd11) begin		 
				num <= 4'd0;			 
				rx_data_r <= rx_temp_data;	 
			end
		end
assign rx_data = rx_data_r;	
endmodule
module my_uart_top(
				input clk, 
				input rst_n,
				input rs232_rx,
				output rs232_tx,
				output reg [3:0]leds,
				output [9:0] segments
				);
	wire bps_start1,bps_start2; 
	wire clk_bps1,clk_bps2; 
	wire[7:0] rx_data; 
	wire rx_int; 
	wire rx_int_2;
	reg [7:0] first_deg;
	reg [7:0] second_deg;
	reg [7:0] third_deg;
	reg [9:0] first_operand;
	reg [9:0] second_operand;
	reg [9:0] summ;
	reg [3:0] summ_to_show [0:2];
	reg rx_reg_int;
	speed_select		speed_rx(	
								.clk(clk),	 
								.rst_n(rst_n),
								.bps_start(bps_start1),
								.clk_bps(clk_bps1)
							);
	my_uart_rx			my_uart_rx(		
								.clk(clk),	 
								.rst_n(rst_n),
								.rs232_rx(rs232_rx),
								.rx_data(rx_data),
								.rx_int(rx_int),
								.clk_bps(clk_bps1),
								.bps_start(bps_start1)
							);
	speed_select		speed_tx(	
								.clk(clk),	 
								.rst_n(rst_n),
								.bps_start(bps_start2),
								.clk_bps(clk_bps2)
							);
	my_uart_tx			my_uart_tx(		
								.clk(clk),	 
								.rst_n(rst_n),
								.rx_data(rx_data),
								.rx_int(rx_int),
								.rs232_tx(rs232_tx),
								.clk_bps(clk_bps2),
								.bps_start(bps_start2)
							);
	decoder dec(.binary_in(summ_to_show[0]), .segments(segments[6:0]), .enable(segments[7]));
reg [31:0] state;
reg rx_int_d;
always @(posedge clk or negedge rst_n) begin
    if (!rst_n) begin
        state <= 0;
        first_operand <= 0;
        second_operand <= 0;
        summ <= 0;
        leds <= 0;
        rx_int_d <= 0;
    end else begin
        rx_int_d <= rx_int;
        if (rx_int & ~rx_int_d) begin
            leds <= state[3:0];   
            case (state)
                0: begin first_deg <= rx_data - 8'd48; state <= 1; end
                1: begin second_deg <= rx_data - 8'd48; state <= 2; end
                2: begin third_deg <= rx_data - 8'd48; state <= 3; end
                3: begin
                    if (rx_data == 8'd101) begin
                        first_operand <= first_deg*100 + second_deg*10 + third_deg;
                        state <= 4;
                    end else state <= 0;
                end
                4: begin first_deg <= rx_data - 8'd48; state <= 5; end
                5: begin second_deg <= rx_data - 8'd48; state <= 6; end
                6: begin third_deg <= rx_data - 8'd48; state <= 7; end
                7: begin
                    if (rx_data == 8'd101) begin
                        second_operand <= first_deg*100 + second_deg*10 + third_deg;
                        summ <= first_operand + second_operand;
                        summ_to_show[0] <= (first_operand + second_operand) % 10;
                        summ_to_show[1] <= ((first_operand + second_operand)/10) % 10;
                        summ_to_show[2] <= ((first_operand + second_operand)/100) % 10;
                        state <= 0;
                    end else state <= 0;
                end
            endcase
        end
    end
end
endmodule
module my_uart_tx(
    input clk, input  rst_n,
    input [7:0] rx_data, input rx_int, output rs232_tx,
    input clk_bps, output bps_start
);
reg rx_int0, rx_int1, rx_int2;
wire neg_rx_int;
always @ (posedge clk or negedge rst_n) begin
    if (!rst_n) begin
        rx_int0 <= 1'b0;
        rx_int1 <= 1'b0;
        rx_int2 <= 1'b0;
    end else begin
        rx_int0 <= rx_int;
        rx_int1 <= rx_int0;
        rx_int2 <= rx_int1;
    end
end
assign neg_rx_int = rx_int1 & ~rx_int0;
reg [7:0] tx_data;
reg bps_start_r;
reg tx_en;
reg [3:0] num;
reg rs232_tx_r;
always @ (posedge clk or negedge rst_n) begin
    if (!rst_n) begin
        bps_start_r <= 1'b0;
        tx_en       <= 1'b0;
        tx_data     <= 8'd0;
    end else begin
        if (neg_rx_int) begin
            bps_start_r <= 1'b1;     
            tx_data     <= rx_data;
            tx_en       <= 1'b1;
        end
        else if (tx_en && (num == 4'd9) && clk_bps) begin
            bps_start_r <= 1'b0;
            tx_en       <= 1'b0;
        end
    end
end
assign bps_start = bps_start_r;
always @ (posedge clk or negedge rst_n) begin
    if (!rst_n) begin
        num         <= 4'd0;
        rs232_tx_r  <= 1'b1;  
    end else begin
        if (tx_en) begin
            if (clk_bps) begin
                case (num)
                    4'd0: rs232_tx_r <= 1'b0;         
                    4'd1: rs232_tx_r <= tx_data[0];
                    4'd2: rs232_tx_r <= tx_data[1];
                    4'd3: rs232_tx_r <= tx_data[2];
                    4'd4: rs232_tx_r <= tx_data[3];
                    4'd5: rs232_tx_r <= tx_data[4];
                    4'd6: rs232_tx_r <= tx_data[5];
                    4'd7: rs232_tx_r <= tx_data[6];
                    4'd8: rs232_tx_r <= tx_data[7];
                    4'd9: rs232_tx_r <= 1'b1;         
                    default: rs232_tx_r <= 1'b1;
                endcase
                if (num == 4'd9)
                    num <= 4'd0;
                else
                    num <= num + 1'b1;
            end
        end else begin
            num <= 4'd0;
            rs232_tx_r <= 1'b1;
        end
    end
end
assign rs232_tx = rs232_tx_r;
endmodule
module speed_select(
				clk,rst_n,
				bps_start,clk_bps
			);
input clk;	 
input rst_n;	 
input bps_start;	 
output clk_bps;	 
parameter 		bps9600 	= 5207,	 
			 	bps19200 	= 2603,	 
				bps38400 	= 1301,	 
				bps57600 	= 867,	 
				bps115200	= 433;	 
parameter 		bps9600_2 	= 2603,
				bps19200_2	= 1301,
				bps38400_2	= 650,
				bps57600_2	= 433,
				bps115200_2 = 216;  
reg[12:0] cnt;			 
reg clk_bps_r;			 
reg[2:0] uart_ctrl;	 
always @ (posedge clk or negedge rst_n)
	if(!rst_n) cnt <= 13'd0;
	else if((cnt == bps9600) || !bps_start) cnt <= 13'd0;	 
	else cnt <= cnt+1'b1;			 
always @ (posedge clk or negedge rst_n)
	if(!rst_n) clk_bps_r <= 1'b0;
	else if(cnt == bps9600_2 && bps_start) clk_bps_r <= 1'b1;	 
	else clk_bps_r <= 1'b0;
assign clk_bps = clk_bps_r;
endmodule

===== run.sh =====
#!/bin/bash
# OpenROAD 26Q1-2900-gdf79404cd8, Yosys 0.63+post, stock flow scripts
make -C /OpenROAD-flow-scripts/flow DESIGN_CONFIG=/design/flow/config.mk WORK_HOME=/design/flow/orfs finish

===== config.mk =====
export PLATFORM = sky130hd
export DESIGN_NAME = my_uart_top
export DESIGN_NICKNAME = my_uart_top
export VERILOG_FILES = /design/flow/design.v
export SDC_FILE = /design/flow/constraint.sdc
export NUM_CORES = 4
export LEC_CHECK = 1
export CORE_UTILIZATION = 50

==> flow_summary_export.csv <==
group,metric,value,unit
final_layout,areaGrowthSynthToFinish,10.3,%
drt,drc,0,
final_layout,fin_util,56.4,%
yosys,edf_count,28,
worst_setup_path,crit_type,"flip-flop to flip-flop",
worst_setup_path,crit_path_max_fanout,15,
clocking,clock_path_buffers,2,
floorplanning,die_area,17400,um2
yosys,synthTopLogicFamily,"AND-OR/OR-AND gates",
drt,ant_nets,0,
power_and_ir_drop,p_switching,0.269,mW
worst_setup_path,r2r_end,"segments[3]",
job,max-cap-violations,0,
global_route,grt_max_degree,61,
worst_setup_path,cp-start-kind,"flip-flop",
yosys,simple_gate_share,14.8,%
worst_setup_path,r2r_start,"first_operand[0]",
worst_setup_path,crit_top_cell,"ha_1",
power_and_ir_drop,internal-power,0.813,mW
clocking,path_clk_slew,60,ps
yosys,synth.distinct_cells,92,
drt,vias_per_cell,5.72,
timing,rsz0062_at_grt,"false",
place,portBuffers,14,
worst_setup_path,rr_worst_depth,28,
yosys,synth_area,8450,um2
place,place_congestion,0.894,
yosys,synthAdderAreaFrac,11.0,%
hold_path,whs_path_depth,0,
global_route,antenna_found_initial,0,
yosys,synth-async-reset-ratio,72.5,%
hold_path,holdCritStartpoint,"my_uart_rx.rs232_rx1",
yosys,netlist_instances,826,
drt,n_antenna_cell,0,
clocking,cts_sinks,131,
yosys,syn_area_per_cell,10.2,um2
place,pre_cts_ws,3700,ps
drt,drt_iter0_drc,210,
power_and_ir_drop,clkPwrFrac,41.6,%
hold_path,hp-class,"flip-flop to flip-flop",
power_and_ir_drop,leakagePower,4.12,nW
timing,final_max_slew_viol_count,0,
yosys,ys_area,8450,um2
clocking,postCtsHoldBufs,0,
final_layout,drive_gt1_share,13.6,%
final_layout,instances_no_fill,1075,
timing,clock_skew,9.03,ps
timing,max_freq,119,MHz
yosys,aoi_share,15.4,%
hold_path,holdPathEnd,"my_uart_rx.rs232_rx2",
floorplanning,die_y,132,um
yosys,ys.flop_type,"dfrtp_1",
timing,timing.slew.headroom,43.7,%
floorplanning,die_w,132,um
clocking,postCtsSetupBuffers,0,
timing,setup_viol,0,
global_route,overflow,0,
floorplanning,io_pins,18,
floorplanning,core_area,16500,um2
timing,period_needed,8430,ps
yosys,synthTopCellsByArea,"dfrtp_1, edfxtp_1, ha_1, mux2_2, xnor2_1",
drt,vias,6145,
worst_setup_path,rrSetupSlack,3570,ps
global_route,grt_pass1_vias,6183,
place,place_hpwl,12400,um
drt,wire_per_inst,15.4,um
worst_setup_path,cp_num_buf_inv,2,
yosys,yosys_cells,826,
drt,finalWirelength,16500,um
worst_setup_path,slowest_stage,"a31oi_2",
yosys,synth_warnings,10,
timing,tightestPinTransition,841,ps
timing,fin_ws,3570,ps
worst_setup_path,required,12300,ps
worst_setup_path,cp_top_family,"AND-OR/OR-AND gates",
clocking,clk_latency,410,ps
yosys,seq_area_frac_synth,40.0,%
power_and_ir_drop,power_density,116,nW/um2
outcome,status,"finished clean",
timing,fin_tns_setup,0,ps
clocking,ctsResizeCount,0,
clocking,numCtsBuffers,17,
yosys,top_area_cell,"dfrtp_1",
floorplanning,fp_util,51.2,%
place,dpl.cell_count,1044,
power_and_ir_drop,sw_frac_of_total,24.8,%
yosys,top_area_share,27.8,%
yosys,mux_area_share,7.40,%
clocking,cts_root_buf,"clkbuf_16",
floorplanning,fp-row-count,47,
power_and_ir_drop,ir_worst_vdd,0.135,mV
job,warning_count,33,
global_route,globalRouteTotalUtil,21.2,%
yosys,xor_share,7.33,%
worst_setup_path,crit_path_end_kind,"flip-flop",
power_and_ir_drop,power_frac_comb,10.3,%
worst_setup_path,slowest_delay,670,ps
yosys,synth_flops,131,
drt,dr.pass1.iters,7,
worst_setup_path,crit_arrival,8730,ps
timing,hold_violations,0,
clocking,htreeDepth,4,
clocking,cts_tree,"done",
global_route,grt_first_pass_wirelength,29000,um
worst_setup_path,crit_start,"first_operand[0]",
timing,period_used_share,70.3,%
power_and_ir_drop,p_seq_share,48.0,%
## synthesized netlist by cell type (3+ instances only)
| cell | count |
|---|---|
| a22o_1 | 4 |
| buf_2 | 8 |
| edfxtp_1 | 28 |
| clkbuf_1 | 12 |
| ha_1 | 56 |
| a21oi_1 | 35 |
| a211oi_1 | 9 |
| o21bai_1 | 4 |
| o211ai_1 | 8 |
| a211o_1 | 3 |
| a221o_1 | 3 |
| or3_1 | 4 |
| o22ai_1 | 7 |
| nor4_1 | 4 |
| and3_1 | 12 |
| or4_1 | 3 |
| nand2b_1 | 4 |
| a41oi_1 | 3 |
| fa_1 | 11 |
| mux2i_1 | 7 |
| a211oi_2 | 9 |
| mux2_2 | 41 |
| nor2_1 | 54 |
| o211a_1 | 5 |
| o31ai_1 | 5 |
| dfrtp_1 | 94 |
| nand4b_1 | 8 |
| xor2_1 | 29 |
| a31oi_1 | 4 |
| dfxtp_1 | 8 |
| nand2_1 | 75 |
| nand3_1 | 28 |
| buf_4 | 5 |
| nor2b_1 | 7 |
| nor3_1 | 25 |
| xnor2_1 | 38 |
| nor3b_1 | 6 |
| inv_1 | 49 |
| and2_1 | 3 |
| a21o_1 | 11 |
| nand4_1 | 5 |
| o21ai_0 | 29 |
## layout by cell type (no fill, tap or decap), types with 5 or more instances in the layout
cell             synthesis  routed
a211oi_1                 9       9
a211oi_2                 9       9
a21o_1                  11      11
a21oi_1                 35      35
and3_1                  12      12
buf_4                    5      10
clkbuf_16                0      17
clkdlybuf4s50_1          0      13
clkinv_2                 0       6
dfrtp_1                 94      94
dfxtp_1                  8       8
edfxtp_1                28      28
fa_1                    11      11
ha_1                    56      56
inv_1                   49      49
mux2_2                  41      41
mux2i_1                  7       7
nand2_1                 75      75
nand3_1                 28      28
nand4_1                  5       5
nand4b_1                 8       8
nor2_1                  54      54
nor2b_1                  7       7
nor3_1                  25      25
nor3b_1                  6       6
o211a_1                  5       5
o211ai_1                 8       8
o21ai_0                 29      29
o22ai_1                  7       7
o31ai_1                  5       5
xnor2_1                 38      38
xor2_1                  29      29
## how the worst max path moves through the flow
stage / depth (start not counted) / endpoint / slack [ps]
finish: 28 / segments[3] / 3570
global route: 28 / segments[3] / 2850
CTS: 28 / segments[3] / 3650
## metrics by stage
step / cell area (um2) / hold slack [ps] / power, mW
3_5_place_dp: 8800 / 370 / 0.640
6_report: 9320 / 383 / 1.08
2_1_floorplan: 8460 / 354 / 0.603
4_1_cts: 9320 / 383 / 1.09
3_3_place_gp: 8800 / 362 / 0.636
5_1_grt: 9320 / 391 / 1.13
## worst reg2reg max path: cells and delay by family (launching register included)
family / cells / cell delay, ps
AOI/OAI and AO/OA: 14 / 4120
adders and majority gates: 4 / 1330
and+or+nand+nor: 5 / 1290
muxes: 2 / 670
buffers and inverters: 2 / 400
DFF: 1 / 370
xor gates and xnor gates: 1 / 140
## flip-flops by register name, indices dropped and copies added, names as in the netlist, 4 cells and up
register and flops:
speed_rx.cnt 13, speed_tx.cnt 13, first_operand 10, second_operand 10, first_deg 8, my_uart_rx.rx_data_r 8
my_uart_rx.rx_temp_data 8, my_uart_tx.tx_data 8, second_deg 8, segments 8, third_deg 8, my_uart_rx.num 4
my_uart_tx.num 4, summ_to_show 4
## cell families after synthesis
family / count (synthesis)
other cells: 1
xor+xnor: 69
simple gates: 251
compound gates: 175
mux: 53
fa+ha+maj: 68
flops: 131
buf+inv: 78
## final cells by class
class                      count  area [um2]
sequential                   131        3380
fill                        1390        7200
multi-input combinational    619        4750
inverter                      51         191
timing repair buffer          23         205
clock buffer                  21         460
tap                          220         275
clock inverter                10        61.3
## power by group through the flow
stage	logic, mW	registers (mW)	clock network [mW]
6_report	0.112	0.519	0.450
5_1_grt	0.130	0.524	0.479
4_1_cts	0.114	0.519	0.461
## metal layers
layer	wire, um	share of wire, %	global-route usage [%]
met1	7220	44	29.8
met2	8540	52	36.7
met3	434	2.6	3.06
met4	323	2.0	4.33
met5	0	0	0
No activity file was given, so power comes from the tool's default toggle rates.
