--- flow/config.mk ---
export PLATFORM = sky130hd
export DESIGN_NAME = Sixth_les
export DESIGN_NICKNAME = Sixth_les
export VERILOG_FILES = /design/flow/design.v
export SDC_FILE = /design/flow/constraint.sdc
export NUM_CORES = 4
export LEC_CHECK = 1
export CORE_UTILIZATION = 50
--- flow/constraint.sdc ---
current_design Sixth_les

set clk_period 6.5
set clk_io_pct 0.2

create_clock -name clk0 -period $clk_period [get_ports {clk1}]

set non_clock_inputs [all_inputs -no_clocks]
set_input_delay [expr $clk_period * $clk_io_pct] -clock clk0 $non_clock_inputs
set_output_delay [expr $clk_period * $clk_io_pct] -clock clk0 [all_outputs]
--- flow/design.v ---
module Sixth_les(
	input enable,
	input clk1,
	input rst,
	input up_down,
	output reg [7:0] seg,
	output reg[3:0] count_out
);
	wire out1;
	wire [3:0]wire_count;
	wire [7:0]wire_seg;
	clock_divider r(.out(out1), .reset(rst), .clk(clk1));
	decoder dec(.binary_in(count_out), .segments(wire_seg[6:0]), .enable(wire_seg[7]));
	integer check = 0;
	always @(posedge clk1)begin
		seg = wire_seg;
	   if(enable == 1) begin
			if(up_down == 1 && out1 == 1)begin 
				count_out = count_out + 1; 
			end
			if(up_down == 0 && out1 == 1)begin 
				count_out = count_out - 1; 
			end
			if(rst == 1'd0) begin
				count_out = 4'd0;
			end
		end
		else begin 
			seg[7] = 1;
		end
	end
endmodule
module clock_divider #(parameter MAX_1 = 50000000)
(
	output  out,
	input reset,
	input clk
);
	integer i = 0;
	assign out = (i == MAX_1 - 1);
	always @(posedge clk) begin
		i = i + 1;
		if(reset == 1'd0 || i == MAX_1) begin 
			i <= 0;
		end
	end
endmodule
module decoder(
	input [3:0] binary_in,
	output reg [6:0] segments,
	output reg enable
);
	always @(*)begin
		enable = 1;
		case(binary_in)
			(4'd1):begin
				segments = 7'b1111101 & 7'b1111011;
				enable = 0;
			end
			(4'd2):begin
				segments = 7'b1111110 & 7'b1111101 & 7'b0111111 & 7'b1101111 & 7'b1110111;
				enable = 0;
			end
			(4'd3):begin	
				segments = 7'b1111110 & 7'b1111101 & 7'b0111111 & 7'b1111011 & 7'b1110111 ;
				enable = 0;
			end
			(4'd4):begin
				segments = 7'b1011111 & 7'b0111111 & 7'b1111101 &  7'b1111011;
				enable = 0;
			end
			(4'd5):begin
				segments = 7'b1111110 & 7'b1011111 & 7'b0111111 & 7'b1111011 & 7'b1110111;
				enable = 0;
			end
			(4'd6):begin
				segments =  7'b1111110 & 7'b1011111 & 7'b0111111 & 7'b1101111 & 7'b1111011 & 7'b1110111;
				enable = 0;
			end
			(4'd7):begin
				segments = 7'b1111110 & 7'b1111101 & 7'b1111011;
				enable = 0;
			end
			(4'd8):begin
				segments =  7'b1111110 & 7'b1011111 & 7'b0111111 & 7'b1101111 & 7'b1111011 & 7'b1110111 & 7'b1111101;
				enable = 0;
			end
			(4'd9):begin
				segments =  7'b1111110 & 7'b1011111 & 7'b0111111  & 7'b1111011 & 7'b1110111 & 7'b1111101;
				enable = 0;
			end
			(4'd0):begin
				segments =  7'b1111110 & 7'b1011111 & 7'b1101111 & 7'b1111011 & 7'b1110111 & 7'b1111101;
				enable = 0;
			end
			(4'd10):begin
				segments =  7'b1111110 & 7'b1011111 & 7'b0111111 & 7'b1101111 & 7'b1111011 & 7'b1111101;
				enable = 0;
			end
			(4'd11):begin
				segments =  7'b1111110 & 7'b1011111 & 7'b0111111 & 7'b1101111 & 7'b1111011 & 7'b1110111 & 7'b1111101;
				enable = 0;
			end
			(4'd12):begin
				segments =  7'b1111110 & 7'b1011111 & 7'b1101111 & 7'b1110111;
				enable = 0;
			end
			(4'd13):begin
				segments =  7'b0111111 & 7'b1101111 & 7'b1111011 & 7'b1110111 & 7'b1111101;
				enable = 0;
			end
			default:begin
				segments = 7'd0;
			end
		endcase
	end
endmodule
--- flow/run.sh ---
#!/bin/bash
# OpenROAD 26Q1-2900-gdf79404cd8, Yosys 0.63+post, stock flow scripts
make -C /OpenROAD-flow-scripts/flow DESIGN_CONFIG=/design/flow/config.mk WORK_HOME=/design/flow/orfs finish
==> summary.txt <==
Implementation results. The report counts max-capacitance violations totalling 0. The flow measured a signed area growth from synthesis to layout of 8.32%. On the reported timing paths, the clock transition at the registers reads 0.10 ns. First-pass GRT wire length landed at 10600 um. Instance count along the most critical hold path landed at 0. The clock arrives with 0.00554 ns of skew. Of all flip-flops after synthesis, the portion carrying an async set or reset was 0. The area fraction of the largest cell type after synthesis is 0.329. Maximum number of pins on one net before global-route repair landed at 21. Clock latency of the later-clocked register in the worst-skew pair landed at 0.31 ns. TritonCTS built the clock tree. Across all checked pins, the minimum headroom to the slew limit is 0.556. Per the post-synthesis report, the number of cells in the design is 329. Global-route usage over all layers landed at 0.225. Critical path's largest stage delay landed at 0.60 ns. The number of global-route vias before repair came to 2126.

After legalization and detailed placement, the total HPWL measured 4460 um. Synthesis-stage register bit count landed at 52. In this run, post-CTS repair resized a total of 0 instances. Highest achievable clock rate landed at 275 MHz.

Number of failing hold endpoints at the final stage landed at 0. Per the log, the first TritonRoute iteration ended with a DRC count of 117. Hold-fix buffer count after cts landed at 0.

Yosys stat counts 329 cells in the synthesized netlist. Per the synth stats, the flop cell with the highest instance count is sky130_fd_sc_hd__dfxtp_1. Summed instance area of the synthesized netlist landed at 0.00292 sq mm. Setup repair after global routing left no endpoint under its margin.

The end-of-flow timing check tallies setup violations at 0. For flop-to-flop paths, the worst setup slack is 3.38 ns. OpenROAD emitted warnings numbering 29.

STA classifies the critical path endpoint as a flop. Nets still carrying antenna violations after routing amount to 0. Sequential fraction of the synthesis area landed at 0.371. Sorting the Yosys area breakdown by cell type puts at the top sky130_fd_sc_hd__dfxtp_1. Number of top-level pins landed at 16. STA classifies the critical path startpoint as an input pin. Summed over all cells, the static leakage comes to 1.14 nW. The completed layout was analyzed and its total power is 0.581 mW. The detailed router reported a total wirelength of 6090 um. sky130_fd_sc_hd__dfxtp_1 is the most common cell in the netlist. Global routing finished with a remaining overflow of 0. Setup TNS after final layout landed at 0 ns. For this design the ratio of total power to cell area is 184 mW/mm^2. In this design, the largest share of critical-path delay is due to buffers and inverters.

The run finished with clean final reports. According to the report, the first pass of detailed routing completed in 4 iterations. Looking at the critical path, the single cell with the biggest stage delay is sky130_fd_sc_hd__clkdlybuf4s50_1. Buffers placed on the I/O ports in this run total 15. The clock drives 52 sinks.

Post-synth tally of flip-flops with integrated enable landed at 4. From bottom edge to top edge, the die measures 78.4 um. Average detailed-routed wire length per instance landed at 15.0 um. Number of placement rows landed at 27. Per the post-run analysis, buffers plus inverters along the critical path come to 3. Note that the worst hold path type here is flop to flop. Endpoint arrival time on the critical path landed at 3.84 ns. Counting the buffers created by CTS gives 5.

In this design, the critical path's most frequently occurring cell is sky130_fd_sc_hd__inv_1. The main area contributors are sky130_fd_sc_hd__dfxtp_1 33%, sky130_fd_sc_hd__xnor2_1 5.1%, sky130_fd_sc_hd__edfxtp_1 4.1%. In the finished design, the share of the clock period the worst path needs comes to 0.560.

The critical path goes through clkdlybuf4s50_1 -> inv_1 -> o21ai_0 -> a2bb2oi_1 -> inv_1 -> ha_1 -> mux2_2 -> a22o_1. Worst ir drop on vdd landed at 0.000158 V. Number of warnings reported in the yosys synthesis log landed at 3.

Number of buffers on the longest clock path landed at 2. The die covers 0.00614 sq mm. Core box area landed at 0.00557 sq mm. Core occupancy in the finished layout landed at 0.567. Post-CTS timing repair inserted 0 buffers for setup.

Total number of H-tree levels landed at 2. DRC violations left landed at 0. For this configuration, the core starts out at a cell density of 0.523. By count the netlist is led by 48 x sky130_fd_sc_hd__dfxtp_1, 26 x sky130_fd_sc_hd__nor2_1, 20 x sky130_fd_sc_hd__nand2_1, 17 x sky130_fd_sc_hd__xnor2_1.

Placer's final routability congestion estimate landed at 0.872. The STA report counts the stages on the worst setup path as 8. Measured along the x axis, the die boundary spans 78.4 um.

Final critical path time including I/O delays and setup landed at 3.64 ns. Dividing the detail-routed via count by the number of cells gives 5.68. Of the cells placed in the final design, the portion with a size suffix greater than 1 is 0.105. Number of antenna violations at the first check in global routing landed at 0. The critical path is of the input pin to flop type. After synthesis, the mean cell area works out to 8.86 sq um. Slew at the pin with the worst max-slew slack landed at 0.657 ns. Max fanout on the critical path was recorded as 20. Data required time at the worst endpoint landed at 6.71 ns.

Synthesis area per yosys landed at 0.00292 sq mm. Per the detail_route report, inserted antenna diodes total 0. The detailed router placed 2308 vias in this run. Number of pins exceeding their max-slew limit in the final report landed at 0. In this run, distinct cell masters in the synthesized netlist total 60. Number of cells on the worst reg-to-reg path landed at 9. The root buffer cell chosen for the clock tree is sky130_fd_sc_hd__clkbuf_8.
state kept, by name (all words and copies together) (netlist names):
register   count
count_out      4
seg            8
wire_seg       8
r.i           32
cell usage in the layout, fill, tap and decap left out, types with 4 or more instances in the layout:
cell type / count
sky130_fd_sc_hd__a21oi_1: 11
sky130_fd_sc_hd__a22o_1: 4
sky130_fd_sc_hd__and2_1: 8
sky130_fd_sc_hd__and3_1: 12
sky130_fd_sc_hd__and4_1: 6
sky130_fd_sc_hd__clkbuf_8: 5
sky130_fd_sc_hd__clkdlybuf4s50_1: 15
sky130_fd_sc_hd__dfxtp_1: 48
sky130_fd_sc_hd__edfxtp_1: 4
sky130_fd_sc_hd__ha_1: 7
sky130_fd_sc_hd__inv_1: 13
sky130_fd_sc_hd__mux2i_1: 7
sky130_fd_sc_hd__nand2_1: 20
sky130_fd_sc_hd__nand3_1: 11
sky130_fd_sc_hd__nand4_1: 10
sky130_fd_sc_hd__nor2_1: 26
sky130_fd_sc_hd__nor2_2: 9
sky130_fd_sc_hd__nor3_1: 8
sky130_fd_sc_hd__nor4_1: 7
sky130_fd_sc_hd__o21ai_0: 7
sky130_fd_sc_hd__or3_1: 8
sky130_fd_sc_hd__or4_1: 4
sky130_fd_sc_hd__xnor2_1: 17
sky130_fd_sc_hd__xor2_1: 13
metrics by stage:
step           area [sq um]  cells  hold WS, ns  setup slack [ns]
5_1_grt                3160    406        0.345              2.72
2_1_floorplan          2920    329        0.310              3.33
4_1_cts                3160    406        0.336              2.89
6_report               3160    406        0.334              2.86
3_5_place_dp           3070    398        0.312              2.54
3_3_place_gp           3070    398        0.310              2.64
worst paths after layout:
path | start | endpoint
setup / recovery | rst | wire_seg[6]
hold / removal | wire_seg[4] | seg[4]
setup reg to reg | r.i[0] | r.i[17]
hold reg to reg | wire_seg[4] | seg[4]
power by group:
| part | switching (mW) | leakage (nW) | total (mW) | internal (mW) |
|---|---|---|---|---|
| combinational | 0.0216 | 0.668 | 0.0491 | 0.0275 |
| clock | 0.112 | 0.0404 | 0.189 | 0.0765 |
| sequential | 0.00733 | 0.432 | 0.343 | 0.336 |
| total | 0.141 | 1.14 | 0.581 | 0.440 |
area by class of cell:
cell class,instances,area [sq um]
Sequential cell,52,1080
Clock buffer,5,68.8
Timing Repair Buffer,18,173
Inverter,13,48.8
Clock inverter,3,23.8
Fill cell,527,2410
Tap cell,72,90.1
Multi-Input combinational cell,243,1670
routing by layer:
layer  vias up  share of wire  GRT usage
met4         0          0.011     0.0315
met5         -              0          0
met1      1067           0.53      0.371
met3         7          0.040     0.0295
met2        45           0.42      0.329
li1       1189              -          -
kinds of logic (layout without fill, tap and decap cells):
group | after synthesis | count (layout) | synth area share
simple gates | 148 | 148 | 0.299
buf+inv | 34 | 39 | 0.0592
xor+xnor | 30 | 30 | 0.0901
mux | 8 | 8 | 0.0279
compound gates | 50 | 50 | 0.124
fa+ha+maj | 7 | 7 | 0.0300
flops | 52 | 52 | 0.371
Power and IR drop assume default switching activity.
